$ cat flow/config.mk
export PLATFORM = sky130hd
export DESIGN_NAME = calculator
export DESIGN_NICKNAME = calculator
export VERILOG_FILES = /design/flow/design.v
export SDC_FILE = /design/flow/constraint.sdc
export NUM_CORES = 4
export LEC_CHECK = 1
export CORE_UTILIZATION = 30
$ cat flow/constraint.sdc
current_design calculator

set clk_period 1.7
set clk_io_pct 0.2

create_clock -name clk0 -period $clk_period [get_ports {clk_in}]

set non_clock_inputs [all_inputs -no_clocks]
set_input_delay [expr $clk_period * $clk_io_pct] -clock clk0 $non_clock_inputs
set_output_delay [expr $clk_period * $clk_io_pct] -clock clk0 [all_outputs]
$ cat flow/design.v
module keyboard (line, column, flag, out, clk);
input  clk;
output [3:0] line; 
input [3:0]column; 
(* mark_debug = "true" *)output flag;
(* mark_debug = "true" *)output [4:0] out;
reg [3:0] cflag = 0;
reg [4:0] out = 0;
reg [3:0] line = 0; 
reg [1:0] i = 0;
reg [2:0] j = 0; 
always @ (posedge clk) begin
    if (column[0]) begin
        out = i + 0;
        cflag[i] = 1'b1;
    end else
    if (column[1]) begin
        out = i + 4;
        cflag[i] = 1'b1;
    end else
    if (column[2]) begin
        out = i + 8;
        cflag[i] = 1'b1;
    end else
    if (column[3]) begin
        out = i + 12;
        cflag[i] = 1'b1;
    end else begin
        cflag[i] = 1'b0;
    end
end
always @(posedge clk) begin
    line[i] = 1'b0;
    i = i + 1;
    line[i] = 1'b1;
end
assign flag = |cflag;
endmodule
module display_controller(num, first, second, third);
(* mark_debug = "true" *)input logic[9:0] num;
(* mark_debug = "true" *)output logic [6:0] first;
(* mark_debug = "true" *)output logic [6:0] second;
(* mark_debug = "true" *)output logic [6:0] third;
logic[3:0] num0 = 0;
logic[3:0] num1 = 0;
logic[3:0] num2 = 0;
always @(num) begin
        num0 = num % 10;
        num1 = (num / 10) % 10;
        num2 = ((num / 10) / 10) % 10;
        case (num0)
            4'd0 : first = 7'b0111111;
            4'd1 : first = 7'b0000110;
            4'd2 : first = 7'b1011011;
            4'd3 : first = 7'b1001111;
            4'd4 : first = 7'b1100110;
            4'd5 : first = 7'b1101101;
            4'd6 : first = 7'b1111101;
            4'd7 : first = 7'b0000111;
            4'd8 : first = 7'b1111111;
            4'd9 : first = 7'b1101111;    
        endcase
        case (num1)
            4'd0 : second = 7'b0111111;
            4'd1 : second = 7'b0000110;
            4'd2 : second = 7'b1011011;
            4'd3 : second = 7'b1001111;
            4'd4 : second = 7'b1100110;
            4'd5 : second = 7'b1101101;
            4'd6 : second = 7'b1111101;
            4'd7 : second = 7'b0000111;
            4'd8 : second = 7'b1111111;
            4'd9 : second = 7'b1101111;    
        endcase
        case (num2)
            4'd0 : third = 7'b0111111;
            4'd1 : third = 7'b0000110;
            4'd2 : third = 7'b1011011;
            4'd3 : third = 7'b1001111;
            4'd4 : third = 7'b1100110;
            4'd5 : third = 7'b1101101;
            4'd6 : third = 7'b1111101;
            4'd7 : third = 7'b0000111;
            4'd8 : third = 7'b1111111;
            4'd9 : third = 7'b1101111;    
        endcase
end
endmodule
module calculator(line, column, flag, out, first, second, third, clk_in);
output [3:0] line; 
input [3:0]column; 
output flag;
output [4:0] out;
output logic [6:0] first;
output logic [6:0] second;
output logic [6:0] third;
input logic clk_in;
logic [9:0] out_num = 0;
logic [9:0] num = 0;
logic [9:0] answ = 0;
display_controller display(num, first, second, third); 
typedef enum {FIRST_NUM, SECOND_NUM, EQUAL} state_t;
state_t state = FIRST_NUM, next_state; 
logic [9:0] clk_counter = 0;
always @(posedge clk_in)
    clk_counter <= clk_counter + 1;
logic clk;
assign clk = clk_counter[9];
keyboard board(line, column, flag, out, clk);
(* mark_debug = "true" *)logic prev_flag;
always @(posedge clk)
   prev_flag <= flag;
(* mark_debug = "true" *)logic key_pressed;
assign key_pressed = !prev_flag & flag;
always @(posedge clk) begin
    next_state = state;
    case(state)
    FIRST_NUM:
        if(out == 3 && key_pressed) begin
            next_state = SECOND_NUM;
            answ = num;
            num = 0;
        end
        else begin
            if (out >= 0 && out <= 2 && key_pressed) begin
                num = num * 10;
                num = num + out + 1;
            end else if (out >= 4 && out <= 6 && key_pressed) begin
                num = num * 10;
                num = num + out;
            end else if (out >= 8 && out <= 10 && key_pressed) begin
                num = num * 10;
                num = num + out - 1;
            end else if (out == 13 && key_pressed) begin
                num = num * 10;
                num = num + 0;
            end
        end
     SECOND_NUM:
        if(out == 7 && key_pressed) begin
             next_state = EQUAL;
             num = answ + num;
         end
         else begin
             if (out >= 0 && out <= 2 && key_pressed) begin
                num = num * 10;
                num = num + out + 1;
            end else if (out >= 4 && out <= 6 && key_pressed) begin
                num = num * 10;
                num = num + out;
            end else if (out >= 8 && out <= 10 && key_pressed) begin
                num = num * 10;
                num = num + out - 1;
            end else if (out == 13 && key_pressed) begin
                num = num * 10;
                num = num + 0;
            end
         end
      EQUAL:
        if(key_pressed) begin
            next_state = FIRST_NUM;
            num = 0;
            answ = 0;
        end
      endcase
      state <= next_state;
end
endmodule
$ cat flow/run.sh
#!/bin/bash
# OpenROAD 26Q1-2900-gdf79404cd8, Yosys 0.63+post, stock flow scripts
make -C /OpenROAD-flow-scripts/flow DESIGN_CONFIG=/design/flow/config.mk WORK_HOME=/design/flow/orfs finish
==> flow_summary.json <==
{
  "status": "completed",
  "drive_above_1_share_pct": 6.38,
  "dieArea_um2": 23800,
  "gp_congestion": 0.903,
  "boundaryPins": 36,
  "worst-path-buf-inv": 0,
  "leakage_nw": 2.92,
  "setup_tns_ns": 0,
  "cts_resized": 0,
  "finalMaxSlewViolations": 0,
  "slowest_stage": "dfxtp_1",
  "syn-mean-instance-area_um2": 7.70,
  "criticalPathCategory": "reg -> reg",
  "chipHeight_um": 154,
  "dieWidth_um": 154,
  "final_hold_viol_count": 0,
  "antenna_cells": 0,
  "firstDrtPassIters": 5,
  "most-common-layout-cells": "nor2_1 (85), a21oi_1 (73), nand2_1 (72), o21ai_0 (55), ha_1 (43)",
  "critical_path.top_delay_family": "simple AND/OR/NAND/NOR gates",
  "ys_cells": 905,
  "lay_top_count": "nor2_1",
  "grt_pass1_wl_mm": 30.3,
  "initial_utilization_pct": 30.7,
  "ff_type": "edfxtp_1",
  "power.total_mw": 0.658,
  "power.density_nw_per_um2": 86.4,
  "period_used_pct": 68.4,
  "synth-adder-area-share_pct": 8.88,
  "period_needed_ns": 1.16,
  "clock_path_buffers": 2,
  "path_cells": "and3_1, and3_1, nand3_1, xnor2_1",
  "syn-cell-area_um2": 6960,
  "postCtsSetupBuffers": 0,
  "hp-class": "reg -> reg",
  "top_area_share_pct": 12.9,
  "syn2layout_area_growth_pct": 9.43,
  "antenna_found_initial": 0,
  "hold_slack_ns": 0.436,
  "tightest_slew_ns": 0.846,
  "routedWlPerCell_um": 14.8,
  "clockRootBuffer": "clkbuf_16",
  "top_logic_kind": "AND-OR/OR-AND gates",
  "xor_share_pct": 7.58,
  "clock.latency.late_pin_ns": 0.23,
  "htree_levels": 1,
  "ys_chip_area_um2": 6960,
  "port_buffers": 34,
  "required_ns": 1.82,
  "cts_buffers": 3,
  "rsz0062_at_grt": "false",
  "crit_path_end_kind": "flip-flop",
  "compound_area_share_pct": 29.1,
  "grtUsageTotal_pct": 15.3,
  "mux_share_pct": 1.72,
  "critical_path_peak_fanout": 4,
  "ant_nets": 0,
  "synth_flops": 68,
  "synthCells": 905,
  "clk_pin_slew_worst_paths_ns": 0.04,
  "yosysTopAreaCell": "edfxtp_1",
  "cp-start-kind": "flip-flop",
  "grt_max_degree": 38,
  "yosys_warnings": 3,
  "unclocked_regs": 58,
  "synth_cell_types": 104,
  "edf_count": 30,
  "dp_hpwl_mm": 13.4,
  "topCellsByArea": "edfxtp_1 (13%), ha_1 (7.7%), xnor2_1 (5.3%), a21oi_1 (5.2%), dfxtp_1 (4.9%)",
  "warning_count": 34,
  "synthArstFlopShare_pct": 0,
  "finClkSkew_ns": 0.00363,
  "row_count": 55,
  "maxCapViolations": 0,
  "untimed_endpoints": 118,
  "crit_path_frequent_cell": "and3_1",
  "grt_pass1_vias": 6107,
  "drcViolationCount": 0,
  "setup_viol": 0,
  "synth-simple-area-share_pct": 24.3,
  "slowest_delay_ns": 0.37,
  "coreArea_um2": 22700,
  "peakVddDrop_mv": 0.531,
  "hold_buffers": 0,
  "nFillCells": 2420,
  "cts_tree": "done",
  "vias": 6602,
  "overflow": 0,
  "maxSlewHeadroom_pct": 43.2,
  "wirelength_mm": 17.7,
  "arrival_ns": 1.28,
  "fmax_mhz": 860,
  "vias_per_cell": 5.53,
  "drtIter0Drc": 461
}
[synthesized netlist by cell type (6+ instances only)]
| cell type | instances |
|---|---|
| dfxtp_1 | 17 |
| a21oi_1 | 73 |
| o211ai_1 | 8 |
| inv_1 | 40 |
| o32ai_1 | 6 |
| edfxtp_1 | 30 |
| o21ai_1 | 7 |
| clkbuf_1 | 34 |
| nor2b_1 | 10 |
| dlxtn_1 | 21 |
| ha_1 | 43 |
| nand3_1 | 38 |
| a31oi_1 | 9 |
| a22oi_1 | 6 |
| nor2_1 | 85 |
| nand2_1 | 72 |
| and2_1 | 12 |
| and4_1 | 6 |
| a21o_1 | 15 |
| and3_1 | 12 |
| or2_2 | 8 |
| or3_1 | 11 |
| a211oi_1 | 10 |
| nand2b_1 | 15 |
| o21ai_0 | 55 |
| o31ai_1 | 9 |
| buf_4 | 6 |
| xnor2_1 | 42 |
| nor3_1 | 28 |
| mux2i_1 | 9 |
| o21bai_1 | 8 |
| xor2_1 | 12 |
| nor4_1 | 6 |
| o22ai_1 | 18 |
[power breakdown]
group / internal, mW / leakage (nW) / switching [mW] / total (mW)
Combinational: 0.0116 / 2.26 / 0.0102 / 0.0218
Clock: 0.304 / 0.0370 / 0.0955 / 0.399
Sequential: 0.237 / 0.622 / 0 / 0.237
[routing by layer]
metal  vias to the layer above  GRT usage [%]  wire length (µm)
met1                      3059           23.8              8880
met5                         -              0                 0
met4                         0          0.849                68
met2                       163           25.2              8150
li1                       3372              -                 -
met3                         8          0.457               632
[cell families (layout without fill, tap and decap cells)]
kind of cell    count (synthesis)  after routing
mux                            11             11
xor+xnor                       56             56
simple gates                  333            333
buf+inv                        94             98
compound gates                294            294
other cells                     1              1
flops                          47             47
latches                        21             21
fa+ha+maj                      48             48
[stage by stage]
stage | setup slack, ns | area [µm²] | instances | util, %
after floorplan | 0.622 | 6960 | 905 | -
after global placement | 0.577 | 7550 | 1191 | 33.2
after detailed placement | 0.541 | 7550 | 1191 | 33.2
after CTS | 0.538 | 7620 | 1194 | 33.6
after global routing | 0.470 | 7620 | 1194 | 33.6
final | 0.537 | 7620 | 1194 | 33.6
[sequential cells by signal, summed over array words and instances (netlist names), named ones only]
register / flops
answ: 10
state: 2
prev_flag: 1
board.line: 2
num: 10
display.second: 7
board.out: 4
board.i: 2
clk_counter: 10
display.first: 7
display.third: 7
[layout make-up]
class                           count  area, µm²  share of cell area (%)
Multi-Input combinational cell    743       5000                    65.6
Clock buffer                        3       75.1                   0.985
Timing Repair Buffer               49        453                    5.94
Tap cell                          285        357                    4.68
Inverter                           46        183                    2.40
Sequential cell                    68       1560                    20.4
[final timing paths]
path	slack (ns)	cells after the start	to	from
hold / removal	0.44	1	clk_counter[0]	clk_counter[0]
hold reg to reg	0.44	1	clk_counter[0]	clk_counter[0]
setup / recovery	0.54	4	clk_counter[8]	clk_counter[2]
setup reg to reg	0.54	4	clk_counter[8]	clk_counter[2]
[worst register-to-register path, stage by stage (launching register included)]
cell     delay (ns)
dfxtp_1        0.37
and3_1         0.21
and3_1         0.22
nand3_1        0.11
xnor2_1        0.13
Power and IR drop assume default switching activity.
